File: /design/flow/config.mk
export PLATFORM = sky130hd
export DESIGN_NAME = pointwise_conv1x1_fsm_axis
export DESIGN_NICKNAME = pointwise_conv1x1_fsm_axis
export VERILOG_FILES = /design/flow/design.v
export SDC_FILE = /design/flow/constraint.sdc
export NUM_CORES = 4
export LEC_CHECK = 1
export CORE_AREA = 10 10 480 480
export DIE_AREA = 0 0 490 490
File: /design/flow/constraint.sdc
current_design pointwise_conv1x1_fsm_axis

set clk_period 7.7
set clk_io_pct 0.2

create_clock -name clk0 -period $clk_period [get_ports {clk}]

set non_clock_inputs [all_inputs -no_clocks]
set_input_delay [expr $clk_period * $clk_io_pct] -clock clk0 $non_clock_inputs
set_output_delay [expr $clk_period * $clk_io_pct] -clock clk0 [all_outputs]
File: /design/flow/design.v
module pointwise_conv1x1_fsm_axis #(
    parameter DATA_W   = 8,
    parameter ACC_W    = 64,
    parameter CIN      = 32,
    parameter COUT     = 64,
    parameter PAR_CIN  = 8,
    parameter PAR_COUT = 8,
    parameter MAC_LATENCY = 5
)(
    input  wire clk,
    input  wire reset,
    input  wire s_axis_tvalid,
    output wire s_axis_tready,
    output wire m_axis_tvalid,
    input  wire m_axis_tready,
    input  wire signed [PAR_CIN*DATA_W-1:0] feature_vec,
    input  wire signed [PAR_COUT*ACC_W-1:0] acc_out,
    output reg  acc_clear,
    output reg  acc_enable,
    output reg signed [COUT*DATA_W-1:0] out_vec,
    output reg signed [PAR_CIN*DATA_W-1:0] feature_reg,
    output reg [$clog2((CIN+PAR_CIN-1)/PAR_CIN)-1:0]   cin_blk_idx,
    output reg [$clog2((COUT+PAR_COUT-1)/PAR_COUT)-1:0] cout_blk_idx,
    output reg o_intr
);
    localparam NUM_CIN_ITER  = (CIN  + PAR_CIN  - 1) / PAR_CIN;
    localparam NUM_COUT_ITER = (COUT + PAR_COUT - 1) / PAR_COUT;
    localparam IDLE      = 3'd0,
               LOAD      = 3'd1,
               ACCUM     = 3'd2,
               WAIT_PIPE = 3'd3,
               STORE     = 3'd4,
               DONE      = 3'd5;
    reg [2:0] state, next_state;
    reg [$clog2(NUM_CIN_ITER)-1:0]  cin_cnt;
    reg [$clog2(NUM_COUT_ITER)-1:0] cout_cnt;
    reg [$clog2(MAC_LATENCY)-1:0]   pipe_cnt;
    always @(posedge clk)
        if (reset)
            state <= IDLE;
        else
            state <= next_state;
    always @(*) begin
        next_state = state;
        case (state)
            IDLE:
                if (s_axis_tvalid)
                    next_state = LOAD;
            LOAD:
                next_state = ACCUM;
            ACCUM:
                if (cin_cnt == NUM_CIN_ITER-1)
                    next_state = WAIT_PIPE;
            WAIT_PIPE:
                if (pipe_cnt == MAC_LATENCY-1)
                    next_state = STORE;
            STORE:
                if (cout_cnt == NUM_COUT_ITER-1)
                    next_state = DONE;
                else
                    next_state = LOAD;
            DONE:
                if (m_axis_tready)
                    next_state = IDLE;
        endcase
    end
    function automatic signed [DATA_W-1:0] saturate;
        input signed [ACC_W-1:0] val;
        begin
            if (val > 127)
                saturate = 127;
            else if (val < -128)
                saturate = -128;
            else
                saturate = val[DATA_W-1:0];
        end
    endfunction
    integer g;
    always @(posedge clk) begin
        if (reset) begin
            cin_cnt      <= 0;
            cout_cnt     <= 0;
            pipe_cnt     <= 0;
            cin_blk_idx  <= 0;
            cout_blk_idx <= 0;
            acc_enable   <= 0;
            acc_clear    <= 0;
            out_vec      <= 0;
            feature_reg  <= 0;
            o_intr       <= 0;
        end
        else begin
            acc_enable <= 0;
            acc_clear  <= 0;
            o_intr     <= 0;
            if (state == ACCUM && next_state == WAIT_PIPE)
                pipe_cnt <= 0;
            else if (state == WAIT_PIPE)
                pipe_cnt <= pipe_cnt + 1;
            case (state)
                IDLE:
                begin
                    cin_cnt  <= 0;
                    cout_cnt <= 0;
                end
                LOAD:
                begin
                    feature_reg  <= feature_vec;   
                    cin_cnt      <= 0;
                    cin_blk_idx  <= 0;
                    cout_blk_idx <= cout_cnt;
                    acc_clear    <= 1;
                end
                ACCUM:
                begin
                    acc_enable  <= 1;
                    cin_blk_idx <= cin_cnt;
                    if (cin_cnt != NUM_CIN_ITER-1)
                        cin_cnt <= cin_cnt + 1;
                end
                WAIT_PIPE:
                begin
                end
                STORE:
                begin
                    for (g = 0; g < PAR_COUT; g = g + 1)
                        if ((cout_cnt*PAR_COUT + g) < COUT)
                            out_vec[(cout_cnt*PAR_COUT + g)*DATA_W +: DATA_W]
                                <= saturate(acc_out[g*ACC_W +: ACC_W]);
                    if (cout_cnt != NUM_COUT_ITER-1)
                        cout_cnt <= cout_cnt + 1;
                end
                DONE:
                begin
                    o_intr <= 1;
                end
            endcase
        end
    end
    assign s_axis_tready = (state == IDLE);
    assign m_axis_tvalid = (state == DONE);
endmodule
File: /design/flow/run.sh
#!/bin/bash
# OpenROAD 26Q1-2900-gdf79404cd8, Yosys 0.63+post, stock flow scripts
make -C /OpenROAD-flow-scripts/flow DESIGN_CONFIG=/design/flow/config.mk WORK_HOME=/design/flow/orfs finish
==> impl_metrics.csv <==
group,metric,value,unit
outcome,status,"finished clean",
cts,cts_tree,"built",
timing,whs,0.473,ns
synthesis,netlist_area,25500,sq um
min_path,hold_path.class,"reg -> reg",
synthesis,synth.distinct_cells,49,
synthesis,flop_cell,"dfxtp_1",
detailed_routing,vias,27700,
worst_setup_path,max_stage_delay,0.79,ns
timing,setup_viol,0,
floorplanning,coreArea,220000,sq um
synthesis,netlist_instances,2626,
job,warnings,32,
worst_setup_path,critPathMaxFanout,32,
worst_setup_path,crit_path_start_kind,"primary input",
synthesis,yosys_warnings,1,
place,portBuffers,1165,
synthesis,top_area_cell,"dfxtp_1",
timing,finalHoldViolCount,0,
finish,filler_cell_count,23900,
floorplanning,io_pins,1166,
global_route,grt_pass1_vias,27700,
cts,post_cts_buffers,0,
cts,clock-sinks,601,
detailed_routing,drt_iter0_markers,1907,
place,globalplace.congestion,0.937,
power,powerDensity,174,nW/um^2
timing,fin_setup_tns,0,ns
cts,cts-root-buf,"clkbuf_16",
synthesis,netlist.area_leader.share,47.2,%
worst_setup_path,crit_type,"in -> reg",
synthesis,yosys_area,25500,sq um
global_route,grt_pass1_wl,262000,um
timing,finalCriticalPeriod,4.76,ns
global_route,antenna_found_initial,68,
power,peakVddDrop,150,uV
synthesis,topCellsByArea,"dfxtp_1 (47%), a311o_1 (13%), and2_1 (8.4%), nand4_1 (3.5%), nor4_1 (3.2%)",
detailed_routing,dr.pass1.iters,5,
global_route,grt-ovfl-total,0,
cts,insertion_delay,0.70,ns
worst_setup_path,crit_chain,"clkdlybuf4s50_1 -> nand4_1 -> nor3_1 -> nand4_1 -> nand2_2 -> buf_4 -> a311o_1",
place,place_area,40900,sq um
floorplanning,rows,172,
synthesis,postSynthSeqShare,47.2,%
floorplanning,die_w,490,um
min_path,whs_path_depth,2,
cts,cts_hold_buf,0,
detailed_routing,wire_per_inst,29.6,um
cts,clk_path_buf_depth,3,
worst_setup_path,required,8.32,ns
timing,tightest_slew,1.12,ns
cts,cts_buffers,77,
timing,rsz0062_at_grt,"false",
finish,drive_gt1_share,8.11,%
power,cellLeakagePower,14.7,nW
place,dp.cells,6617,
place,pre_cts_ws,2.09,ns
global_route,grt_util_all_layers,16.2,%
detailed_routing,ant_nets,0,
cts,cts_max_level,3,
timing,fin_crit_sh,61.8,%
worst_setup_path,r2r.worst_path.cells,7,
worst_setup_path,cp-end-kind,"flip-flop",
timing,fmax,210,MHz
detailed_routing,drt_wl_total,201000,um
floorplanning,fp_util,11.6,%
place,hpwl,164000,um
detailed_routing,drc,0,
synthesis,edf_count,0,
timing,max_slew_margin,24.7,%
worst_setup_path,cpMostUsedCell,"nand4_1",
synthesis,async_flop_share,0,%
cts,cts.repair.resized,0,
worst_setup_path,cp_slowest_cell,"nand2_2",
global_route,grt_max_degree,62,
finish,finalNonFillerCells,6774,
finish,syn2layout_area_growth,70.9,%
synthesis,syn_avg_cell_area,9.71,sq um
timing,finalMaxSlewViolations,0,
job,cap_viol_max_count,0,
detailed_routing,post_drt_via_cell_ratio,4.08,
cts,clk_pin_slew,0.06,ns
timing,layout_setup_ws,2.94,ns
synthesis,synth-seq-cells,601,
finish,final_area,43600,sq um
floorplanning,die_y,490,um
timing,skew,0.0399,ns
synthesis,ys_cells,2626,
worst_setup_path,critPathArrivalTime,5.38,ns
finish,largest_register_ffs,512,
floorplanning,dieArea,240000,sq um
synth_stat cells (30+ instances only):
cell type,number
a22o_1,31
clkbuf_1,161
and2_1,341
nor3_1,65
buf_2,30
mux2i_1,70
dfxtp_1,601
buf_1,62
o211ai_1,56
nand2_1,59
a22oi_1,58
a311o_1,336
nor2_1,184
nor4_1,131
nand4_1,142
nand3b_1,56
a21oi_1,48
path summary, 6_finish.rpt:
kind                                           startpoint                         to  slack (ns)
worst min register to register  out_vec[199]$_SDFFE_PP0P_  out_vec[199]$_SDFFE_PP0P_        0.47
worst min-delay path            out_vec[199]$_SDFFE_PP0P_  out_vec[199]$_SDFFE_PP0P_        0.47
worst max-delay path                          acc_out[79]  out_vec[139]$_SDFFE_PP0P_        2.94
worst max register to register   cout_cnt[2]$_SDFFE_PP0P_  out_vec[286]$_SDFFE_PP0P_        4.08
per-stage QoR:
step | power (W) | utilization, %
floorplan | 0.00337 | -
global placement | 0.00395 | 18.6
detailed placement | 0.00395 | 18.6
CTS | 0.00771 | 19.8
global route | 0.00784 | 19.8
finish | 0.00759 | 19.8
power by group:
group	internal, W	switching, W
Sequential	0.00313	0.0000158
Combinational	0.000351	0.000382
Clock	0.00214	0.00157
layer usage:
| metal | global-route usage (%) | up-vias | routed length [um] |
|---|---|---|---|
| met2 | 26.8 | 1561 | 95100 |
| met3 | 5.97 | 253 | 18700 |
| met4 | 4.58 | 18 | 7310 |
| met5 | 0 | - | 115 |
| met1 | 19.6 | 13500 | 79700 |
| li1 | - | 12400 | - |
cells by family after synthesis:
kind of cell,Yosys count,share of synthesized area [%]
simple gates,1069,24.3
buf+inv,264,4.06
fa+ha+maj,13,0.638
flops,601,47.2
xor+xnor,3,0.103
compound gates,605,20.9
mux,71,2.79
placed cells by master, fill, tap and decap left out, types with 19 or more instances in the layout:
master           count
a21oi_1             40
dfxtp_1            599
nand3b_1            56
a22o_1              31
o211ai_1            56
clkdlybuf4s50_1   1160
nand4_1            142
diode_2             19
nand2_1             53
and2_1             341
a211oi_1            25
buf_4              122
a311o_1            336
mux2i_1             70
clkbuf_16           78
nor4_1             127
nor2_1             180
o21ai_1             19
a22oi_1             58
nor3_1              60
final cells by class:
cell class | count | area [sq um] | area share [%]
clock buffer | 99 | 2110 | 4.85
timing repair buffer | 1287 | 12600 | 28.8
inverter | 10 | 37.5 | 0.0862
antenna | 19 | 47.5 | 0.109
multi-input combinational | 1761 | 12600 | 29.0
clock inverter | 39 | 445 | 1.02
sequential | 601 | 12000 | 27.6
tap | 2958 | 3700 | 8.50
worst max-delay path, delay by kind of cell:
family	cells	cell delay, ns
AND-OR/OR-AND	1	0.23
AND/OR/NAND/NOR	4	2.50
buffers and inverters	2	1.05
Power and IR drop assume default switching activity.
