--- design/flow/constraint.sdc ---
current_design pointwise_weight_regs

set clk_period 75.5
set clk_io_pct 0.2

create_clock -name clk0 -period $clk_period [get_ports {clk}]

set non_clock_inputs [all_inputs -no_clocks]
set_input_delay [expr $clk_period * $clk_io_pct] -clock clk0 $non_clock_inputs
set_output_delay [expr $clk_period * $clk_io_pct] -clock clk0 [all_outputs]
--- design/flow/run.sh ---
#!/bin/bash
# OpenROAD 26Q1-2900-gdf79404cd8, Yosys 0.63+post, stock flow scripts
make -C /OpenROAD-flow-scripts/flow DESIGN_CONFIG=/design/flow/config.mk WORK_HOME=/design/flow/orfs finish
--- design/flow/config.mk ---
export PLATFORM = sky130hd
export DESIGN_NAME = pointwise_weight_regs
export DESIGN_NICKNAME = pointwise_weight_regs
export VERILOG_FILES = /design/flow/design.v
export SDC_FILE = /design/flow/constraint.sdc
export NUM_CORES = 4
export LEC_CHECK = 1
export CORE_UTILIZATION = 40
export SYNTH_MEMORY_MAX_BITS = 65536
--- design/flow/design.v ---
module pointwise_weight_regs #(
    parameter DATA_W   = 8,
    parameter CIN      = 32,
    parameter COUT     = 64,
    parameter PAR_CIN  = 8,
    parameter PAR_COUT = 8
)(
    input  wire clk,
    input  wire reset,
    input  wire                         wr_en,
    input  wire [$clog2(COUT*CIN)-1:0]  wr_addr,
    input  wire signed [DATA_W-1:0]     wr_data,
    input  wire [$clog2((COUT+PAR_COUT-1)/PAR_COUT)-1:0] cout_blk_idx,
    input  wire [$clog2((CIN +PAR_CIN -1)/PAR_CIN )-1:0] cin_blk_idx,
    output reg  signed [PAR_COUT*PAR_CIN*DATA_W-1:0] weight_vec
);
    localparam NUM_CIN_BLKS  = (CIN  + PAR_CIN  - 1) / PAR_CIN;
    localparam NUM_COUT_BLKS = (COUT + PAR_COUT - 1) / PAR_COUT;
    localparam BLOCK_W       = PAR_COUT * PAR_CIN * DATA_W;
    localparam TOTAL_BLOCKS  = NUM_CIN_BLKS * NUM_COUT_BLKS;
    localparam TOTAL_WEIGHTS = COUT * CIN;
    (* ram_style = "block" *)
    reg signed [BLOCK_W-1:0] weight_mem [0:TOTAL_BLOCKS-1];
    wire [$clog2(COUT)-1:0] wr_cout;
    wire [$clog2(CIN)-1:0]  wr_cin;
    assign wr_cout = wr_addr / CIN;
    assign wr_cin  = wr_addr % CIN;
    wire [$clog2(NUM_COUT_BLKS)-1:0] wr_cout_blk;
    wire [$clog2(NUM_CIN_BLKS)-1:0]  wr_cin_blk;
    assign wr_cout_blk = wr_cout / PAR_COUT;
    assign wr_cin_blk  = wr_cin  / PAR_CIN;
    wire [$clog2(TOTAL_BLOCKS)-1:0] blk_idx;
    assign blk_idx = wr_cout_blk * NUM_CIN_BLKS + wr_cin_blk;
    wire [$clog2(PAR_COUT)-1:0] off_cout;
    wire [$clog2(PAR_CIN)-1:0]  off_cin;
    assign off_cout = wr_cout % PAR_COUT;
    assign off_cin  = wr_cin  % PAR_CIN;
    wire [$clog2(PAR_COUT*PAR_CIN)-1:0] elem_idx;
    assign elem_idx = off_cout * PAR_CIN + off_cin;
    wire [$clog2(BLOCK_W)-1:0] bit_idx;
    assign bit_idx = elem_idx * DATA_W;
    always @(posedge clk) begin
        if (wr_en && (wr_addr < TOTAL_WEIGHTS)) begin
            weight_mem[blk_idx][bit_idx +: DATA_W] <= wr_data;
        end
    end
    always @(posedge clk) begin
        weight_vec <=
            weight_mem[cout_blk_idx * NUM_CIN_BLKS + cin_blk_idx];
    end
endmodule
==> ci_impl_report.md <==
## Implementation flow summary

| Metric | Value |
|---|---|
| Initial antenna violation count | `286` |
| CTS tree | `done` |
| Overall routing resource usage | `26.7%` |
| DR vias/cell | `5.72` |
| Combinational share of power | `4.8%` |
| Die width | `1260 µm` |
| Total Power | `0.0194 W` |
| Setup TNS | `0 ns` |
| Vias in the first global route | `342k` |
| Total setup buffers inserted after CTS | `0` |
| Top area contributor share | `77.6%` |
| First-pass DRT Iterations | `8` |
| Via count | `310k` |
| Fillers | `127k` |
| Post-layout util | `46.0%` |
| Yosys xor share | `0%` |
| Register area share after synthesis | `79.3%` |
| Clock share of power | `41.8%` |
| CORE AREA | `1,580,000 µm²` |
| Synth unique cells | `51` |
| EDFF count, synth | `16.4k` |
| Post-Route WL | `1,930,000 µm` |
| Cells after Synth | `29.0k` |
| Min Hold Slack | `0.688 ns` |
| R2R setup slack | `73.07 ns` |
| CTS Sinks | `16.9k` |
| Top cells, area | `edfxtp_1 78%, mux4_2 14%, o22ai_1 1.8%` |
| Post-Syn Area per Cell | `21.8 µm²` |
| Synth Area in Simple Gates | `2.13%` |
| WL/cell | `35.6 µm` |
| Critical Path Start Type | `input port` |
| Period utilisation layout | `29.0%` |
| First-pass GRT wire length | `2,640,000 µm` |
| Cts bufs inserted | `1,724` |
| Violated checks | `antenna rules` |
| Top FF cell, synth | `edfxtp_1` |
| Min cycle time layout | `21.87 ns` |
| Pwr Density | `26.6 nW/µm²` |
| Yosys Chip Area | `634,000 µm²` |
| CP Capture Type | `register` |
| Die height | `1260 µm` |
| Maximum VDD drop | `0.0238 mV` |
| Hold depth | `3` |
| Post-CTS Resized | `0` |
| Clock Tree Root | `clkbuf_16` |
| Yosys warns | `1` |
| # H-tree levels | `7` |
| Critical path type | `in -> reg` |
| Global route overflow | `0` |
| Asr flop ratio synth | `0%` |
| Adder share | `0%` |
| Worst min path class | `reg -> reg` |
| Max clock buf depth | `6` |
| MaxCap Viol Count | `0` |
| DRC viols | `0` |
| RSZ-0062 raised after global routing | `false` |
| Std-Cell Rows | `462` |
| Aoi share | `2.65%` |
| DR iter-0 viols | `21.2k` |
| Clk_skew | `0.144 ns` |
| Leakage power | `201 nW` |
| Synth logic family | `multiplexers` |
| Cells in synth_stat.txt | `29.0k` |
| CP Max Fanout | `93` |
| Fp_density | `40.1%` |
| # port buffers | `537` |
| Commonest cells in the netlist | `16.4k x edfxtp_1, 3,888 x mux4_2, 2,199 x nor2_1` |
| CTS Hold Bufs | `0` |
| Int Pwr | `0.0152 W` |
| Die area | `1,590,000 µm²` |
| CTS clk-pin slew, worst paths | `0.06 ns` |
| Clk latency late pin | `1.43 ns` |
| Pins Over Slew Limit | `0` |
| # IOs | `539` |
| Yosys top cell by instances | `edfxtp_1` |
| Yosys reg bits | `16.9k` |
| GPL Wtd Cong | `0.916` |
| Area fraction in mux cells | `14.5%` |
| Cells on worst reg2reg path | `3` |
| Mapped cell area | `634,000 µm²` |
| Area growth syn-to-layout | `14.9%` |
| Net Sw Frac | `21.4%` |
| Status | `finished with violations` |
| Slew headroom | `9.74%` |
| Routed Antenna Nets | `1` |
| Post-detail-place hpwl | `1,240,000 µm` |
| Slew @ Worst Pin | `1.34 ns` |
| Yosys top cell by area | `edfxtp_1` |
| Flop pwr share | `53.4%` |
| Layout cells sized above 1 | `26.6%` |
| Peak Freq | `0.0457 GHz` |
| CP Data Arrival Time | `23.06 ns` |
| Final setup viols | `0` |
| Pin count of the biggest net entering global routing | `108` |
| Net Sw Power | `0.00415 W` |
| Crit path required time | `76.69 ns` |
| Final Hold Vio Count | `0` |
| Log Warnings | `36` |
==> per-stage QoR <==
step	setup slack (ns)	cells	area [µm²]
after floorplan	57.41	29000	634000
after global placement	52.22	50300	673000
after detailed placement	52.15	50300	673000
after CTS	53.59	53400	726000
after global routing	53.32	53900	727000
final	53.63	54200	728000
==> layout make-up <==
| cell class | instances | area (µm²) | area share, % |
|---|---|---|---|
| inverter | 15 | 58.8 | 0.00808 |
| antenna | 825 | 2060 | 0.284 |
| clock inverter | 903 | 7360 | 1.01 |
| clock buffer | 2174 | 45600 | 6.27 |
| sequential | 16900 | 502000 | 69.0 |
| timing repair buffer | 2134 | 17700 | 2.43 |
| tap | 21100 | 26400 | 3.63 |
| multi-input combinational | 10100 | 126000 | 17.4 |
==> flip-flops by register name (all words and copies together) (netlist names) <==
register    cells
weight_mem  16384
weight_vec    512
==> power by group through the flow <==
stage	clock (W)	sequential [W]	combinational, W
CTS	0.00821	0.0104	0.000926
global route	0.00856	0.0103	0.000981
finish	0.00809	0.0104	0.000929
==> logic make-up after synthesis <==
family | Yosys count
AND-OR/OR-AND | 2704
buffers and inverters | 1974
flip-flops | 16900
multiplexers | 4325
AND/OR/NAND/NOR | 3116
==> worst paths after layout <==
check | from | end
worst min-delay path | weight_mem[30][394] | weight_vec[394]
worst min register to register | weight_mem[30][394] | weight_vec[394]
worst max-delay path | cout_blk_idx[0] | weight_vec[373]
worst max register to register | weight_mem[15][219] | weight_vec[219]
==> layout by cell type (no fill, tap or decap), drive strengths merged, types with 246 or more instances in the layout <==
master         count
dfxtp            512
o22ai           1840
clkdlybuf4s50    520
o21ai            246
mux4            3888
nor4             462
clkinv           699
a22oi            312
edfxtp         16400
diode            825
clkbuf          2174
mux2i            430
nor2            2199
buf             1614
==> worst max-delay path, stage by stage <==
cell,delay (ns)
buf_16,0.31
buf_4,0.57
buf_4,0.56
buf_4,0.61
buf_4,0.76
buf_4,0.54
buf_4,0.63
buf_4,0.61
buf_4,0.63
buf_4,0.67
buf_4,0.72
mux4_2,0.43
o22ai_1,0.39
nor4_1,0.13
==> metal layers <==
layer / vias to the layer above / GRT usage [%] / wire, µm
li1: 127000 / - / -
met1: 157000 / 26.1 / 521000
met2: 21500 / 36.8 / 880000
met3: 3940 / 25.7 / 411000
met4: 414 / 12.6 / 106000
met5: - / 4.02 / 9360
No activity file was given, so power comes from the tool's default toggle rates.
